$ cat /design/flow/run.sh
#!/bin/bash
# OpenROAD 26Q1-2900-gdf79404cd8, Yosys 0.63+post, stock flow scripts
make -C /OpenROAD-flow-scripts/flow DESIGN_CONFIG=/design/flow/config.mk WORK_HOME=/design/flow/orfs finish
$ cat /design/flow/config.mk
export PLATFORM = sky130hd
export DESIGN_NAME = PC
export DESIGN_NICKNAME = PC
export VERILOG_FILES = /design/flow/design.v
export SDC_FILE = /design/flow/constraint.sdc
export NUM_CORES = 4
export LEC_CHECK = 1
export CORE_UTILIZATION = 40
$ cat /design/flow/design.v
module ALU(
	input logic [31:0] SrcA,
	input logic [31:0] SrcB,
	input logic [2:0] ALUControl,
	output logic [31:0] ALUResult
	);
	logic [31:0] sum, SrcBout;
	assign SrcBout = ALUControl[2] ? ~SrcB : SrcB;
	assign sum = SrcA + SrcBout + ALUControl[2];
	assign ALUResult = sum;
endmodule
module MUX_ALUSrc(
	input logic ALUSrc,
	input logic [31:0] SignImm,
	input logic [31:0] RD2,
	output logic [31:0] ALUSrc_out
	);
	assign ALUSrc_out = ALUSrc ? SignImm : RD2;
endmodule
module MUX_MemtoReg(
	input logic MemtoReg,
	input logic [31:0] ALUResult,
	input logic [31:0] RD,  
	output logic [31:0] MemtoReg_out
	);
	assign MemtoReg_out = MemtoReg ? RD : ALUResult;
endmodule
module MUX_RegDst(
	input logic RegDst,
	input logic [4:0] WriteReg,
	input logic [4:0] rt,
	output logic [4:0] RegDst_out
	);
	assign RegDst_out = RegDst ? WriteReg : rt;
endmodule
module PC(
	input logic clk,
	input logic rst,
	input logic [2:0] instruction_A,  
	input logic RegWrite, MemWrite,  
	output logic [31:0] probe_register_file,
	output logic [31:0] probe_data_memory
	);
	logic [31:0] instr;
	instruction_memory im(.clk(clk), .rst(rst), .A(instruction_A), .RD(instr));
	logic [4:0] A1;
	assign A1 = instr[25:21];
	logic [4:0] A2;
	assign A2 = instr[20:16];
	logic [4:0] A3;
	assign A3 = instr[15:11];
	logic RegDst;
	assign RegDst = instr[31];
	logic ALUSrc;
	assign ALUSrc = instr[30];
	logic [2:0] ALUControl;
	assign ALUControl = instr[29:27];
	logic MemtoReg;
	assign MemtoReg = instr[26];
	logic [31:0] SrcB;
	logic [4:0] RegDst_out;
	logic [31:0] MemtoReg_out;
	logic [31:0] SrcA;
	logic [31:0] RD1;
	logic [31:0] RD2;
	logic [31:0] SignImm;
	logic [31:0] ALUResult;
	logic [31:0] ALUSrc_out;
	logic [31:0] RD;
	logic [31:0] WD3;
	sign_extend sign_mux(.Imm(imm), .SignImm(SignImm));
	MUX_RegDst regmux (.RegDst(RegDst), .WriteReg(A3), .rt(A2), .RegDst_out(RegDst_out));
	register_file rf (.clk(clk), .rst(rst), .WE3(RegWrite), .A1(A1), .A2(A2), .A3(RegDst_out),
		.WD3(MemtoReg_out), .RD1(RD1), .RD2(RD2), .probe_rf(probe_register_file));
	MUX_ALUSrc alumux(.ALUSrc(ALUSrc), .SignImm(SignImm), .RD2(RD2), .ALUSrc_out(ALUSrc_out));
	ALU arithlu(.SrcA(RD1),.SrcB(ALUSrc_out), .ALUControl(ALUControl), .ALUResult(ALUResult));
	data_memory dm(.clk(clk), .rst(rst), .A(ALUResult), .WD(RD2), .WE(MemWrite),.RD(RD),.probe_dm(probe_data_memory));
	MUX_MemtoReg memmux(.MemtoReg(MemtoReg), .ALUResult(ALUResult), .RD(RD), .MemtoReg_out(MemtoReg_out));
endmodule
module data_memory(
	input logic clk,
	input logic rst,
	input logic [31:0] A,  
	input logic [31:0] WD,  
	input logic WE,  
	output logic [31:0] RD,
	output logic [31:0] probe_dm
	);
	reg [31:0] mem[31:0];
	always@(posedge clk or negedge rst)
		begin
			if(!rst)
			begin
				for(int i=0; i<32; i++)
				begin
					mem[i] <= i;
				end
			end
			else
				begin
					if(WE)
						mem[A] <= WD;
				end
		end
		assign RD = mem[A];
		assign probe_dm = mem[A];
endmodule
module instruction_memory(
	input logic clk,
	input logic rst,
	input logic [2:0] A,  
	output logic [31:0] RD  
);
	reg[31:0] instr_reg[4:0];
	always@(posedge clk or negedge rst)
		begin
			if(!rst)
			begin
				instr_reg[0] <= 0;
				instr_reg[1] <= 32'b010101_00010_00001_0000_0000_0000_0011;
				instr_reg[2] <= 32'b010100_01000_00001_0000000000000001;
				instr_reg[3] <= 32'b100100_00011_00100_00001_00000_000000;
				instr_reg[4] <= 32'b101100_01010_01000_00001_00000_000000;
			end
			else
				begin
					RD <= instr_reg[A];
				end
		end
endmodule
module register_file(
	input logic clk,
	input logic rst,
	input logic WE3,  
	input logic [4:0] A1,A2,A3,  
	input logic [31:0] WD3,  
	output logic [31:0] RD1,  
	output logic [31:0] RD2,  
	output logic [31:0] probe_rf
	);
	reg [31:0] rf[31:0];
	always@(posedge clk or negedge rst)
		begin
			if(!rst)
			begin
				for(int i=0; i<32; i++)
				begin
					rf[i] <= i;
				end
			end
			else
				begin
					RD1 = rf[A1];
					RD2 = rf[A2];
						if(WE3)
							rf[A3] <= WD3;
				end
		end
		assign probe_rf = rf[A3];
endmodule
module sign_extend(
	input logic [15:0] Imm,
	output logic [31:0] SignImm
	);
	assign SignImm = {{16{Imm[15]}},Imm};
endmodule
$ cat /design/flow/constraint.sdc
current_design PC

set clk_period 18.3
set clk_io_pct 0.2

create_clock -name clk0 -period $clk_period [get_ports {clk}]

set non_clock_inputs [all_inputs -no_clocks]
set_input_delay [expr $clk_period * $clk_io_pct] -clock clk0 $non_clock_inputs
set_output_delay [expr $clk_period * $clk_io_pct] -clock clk0 [all_outputs]
==> results.toml <==
# yosys + openroad results
[cts]
cts_max_level = 4
cts_resized = 0
clockBufferDepth = 3
root_buffer = "clkbuf_16"
hold_buffers = 0
cts.clk_slew.worst_paths_ns = 0.06
post_cts_buffers = 0
clock_sinks = 1351
tritoncts = "built"
cts_buffers = 149
clk_latency_ns = 0.81

[worst_setup_path]
path_buffers = 6
end_kind = "output port"
cp_data_required_time_ns = 14.64
path_cells = "buf_4 > nand2b_1 > nand2_1 > nand2_1 > fa_4 > buf_12 > nor2b_1 > mux2i_1 > nor3_4 > buf_4 > o221ai_1 > o2111ai_4 > nor2_2 > buf_4 > a21oi_2 > inv_1 > clkdlybuf4s50_1"
critPathMostFrequentCell = "buf_4"
cp.arrival_ns = 8.11
crit_type = "reg -> out"
cp_max_fo = 102
start_kind = "flip-flop"
cp_top_family = "buffers and inverters"
cp_slowest_cell = "fa_4"
max_stage_delay_ns = 1.18

[yosys]
edf_count = 71
ys_seq_frac = 0.520
yosysTopAreaCellShare = 0.451
syn_area_sq_mm = 0.0659
ff_type = "dfrtp_1"
top_cells_by_count = "1188 x dfrtp_1, 1080 x mux2_2, 400 x nand2_1"
topCellsByArea = "dfrtp_1 45%, mux2_2 18%, dfstp_2 3.7%, edfxtp_1 3.2%, nand2_1 2.3%"
ys.flops = 1351
syn_inst = 5616
synth_stat.cells = 5616
synth.avg_cell_area_sq_um = 11.7
synth_warnings = 9
netlist.top_cell.by_area = "dfrtp_1"
ys_chip_area_sq_mm = 0.0659
ys_async_sr_fraction = 0.947
synth_cell_type_count = 106
top_cell = "dfrtp_1"

[floorplanning]
core_sq_mm = 0.163
ios = 71
fp.dieW_microns = 408
fp-utilization = 0.404
std_cell_rows = 148
die-area_sq_mm = 0.166
fp.dieH_microns = 408

[placed_design]
finalWeightedCongestion = 0.990
placed_cells = 7615
placed_area_sq_mm = 0.0696
hpwl_microns = 160000
io_buffers = 70

[route]
drt-pass1-iter-count = 7
post_drt_wl_per_cell_microns = 32.6
drcViolationCount = 0
drt_iter0_drc = 4523
wl_met2_microns = 111000
wl_met1_microns = 97100
top_layer = "met5"
wirelength_microns = 257000
wl_met3_microns = 35400
dr_total_vias = 50000
viasPerCell = 6.33
ant_nets = 0

[sta]
clock_skew_ns = 0.0417
finalHoldViolations = 0
worst_pin_slew_ns = 1.28
grt_setup_unrepaired = "no"
slew_headroom = 0.143
tns_ns = 0
fmax_mhz = 85.0
final-setup-viol-count = 0
slew_violations = 0
post-route-period-util = 0.643
fin_crit_ns = 11.77

[pwr]
powerDensity_mw_per_mm2 = 190
p_leak_nw = 31.9
peakVddDrop_mv = 0.133

[final_layout]
synthToLayoutAreaGrowth_pct = 13.0
drive_gt1_frac = 0.320
final_util = 0.457
n_fill_cell = 14500
finalNonFillerCells = 7894
finalInstanceArea_sq_mm = 0.0745

[global_routing]
grt_pass1_vias = 50200
grt_overflow = 0
grt_max_degree = 124
track_usage = 0.323
grt_pass1_wl_microns = 369000
grt_antenna_before_repair = 12

[run]
cap_violations = 0
warnings = 43

[outcome]
status = "complete, no violations"

[hold_path]
hold_class = "reg -> reg"
==> metrics by stage <==
stage               hold slack, ns  power, mW  setup slack, ns
CTS                          0.473       14.0             6.77
detailed placement           0.464       11.0             7.63
global placement             0.454       10.9             7.74
finish                       0.472       14.2             6.53
floorplan                    0.443       8.21             9.95
global route                 0.487       14.8             6.42
==> routing by layer <==
layer | up-vias | global-route usage
li1 | 20700 | -
met1 | 25600 | 0.427
met2 | 2815 | 0.453
met3 | 787 | 0.172
met4 | 12 | 0.131
met5 | - | 0.00374
==> logic make-up after synthesis <==
| logic type | after synthesis | share of synthesized area |
|---|---|---|
| simple gates | 1140 | 0.0815 |
| compound gates | 1223 | 0.129 |
| flops | 1351 | 0.520 |
| xor+xnor | 61 | 0.00811 |
| buf+inv | 550 | 0.0353 |
| fa+ha+maj | 32 | 0.00619 |
| mux | 1259 | 0.220 |
==> flip-flops by register name, indices dropped and copies added (netlist names) <==
register / cells
dm.mem: 1024
im.RD: 7
rf.RD2: 32
rf.rf: 256
rf.RD1: 32
==> worst paths after layout <==
path | start | to | slack (ns) | depth (start not counted)
hold reg to reg | rf.rf[5][2] | rf.rf[5][2] | 0.47 | 2
min in group asynchronous | rst | dm.mem[1][17] | 2.80 | 1
max in group asynchronous | rst | dm.mem[3][5] | 10.95 | 7
setup / recovery | rf.RD2[0] | probe_data_memory[28] | 6.53 | 17
hold / removal | rf.rf[5][2] | rf.rf[5][2] | 0.47 | 2
setup reg to reg | rf.RD2[0] | rf.rf[12][29] | 11.00 | 16
==> worst reg2reg max path: stages (launching register included) <==
cell	delay (ns)
edfxtp_1	0.32
buf_4	0.38
nand2b_1	0.39
nand2_1	0.21
nand2_1	0.11
fa_4	1.18
buf_12	0.52
nor2b_1	0.28
mux2i_1	0.28
nor3_4	0.59
buf_4	0.59
o221ai_1	0.34
o2111ai_4	0.28
buf_4	0.42
nor3_1	0.13
o41ai_2	0.87
o21ai_0	0.23
==> where the power goes <==
group | internal [mW] | switching (mW) | total (mW)
clock | 1.73 | 1.30 | 3.03
combinational | 2.26 | 3.91 | 6.17
sequential | 4.31 | 0.665 | 4.98
total | 8.31 | 5.87 | 14.2
==> cells in the final DEF, fill, tap and decap left out, types with 123 or more instances in the layout <==
cell type / count
a21oi_1: 207
a22oi_1: 177
buf_4: 237
clkbuf_16: 152
dfrtp_1: 1188
mux2_2: 1080
mux2i_1: 123
nand2_1: 395
nand3_1: 146
nor2_1: 238
o21ai_0: 238
==> area by class of cell <==
class,instances,area [sq um],share of cell area
diodes,6,15.0,0.000202
clock inverters,45,517,0.00694
inverters,62,234,0.00314
multi-input cells,3715,29800,0.400
clock buffers,228,4370,0.0586
repair buffers,312,2600,0.0349
well taps,2175,2720,0.0365
flip-flops and latches,1351,34300,0.460
Power and IR drop assume default switching activity.
